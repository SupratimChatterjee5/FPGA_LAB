`flow/config.mk`:
```
export PLATFORM = sky130hd
export DESIGN_NAME = main_module
export DESIGN_NICKNAME = main_module
export VERILOG_FILES = /design/flow/design.v
export SDC_FILE = /design/flow/constraint.sdc
export NUM_CORES = 4
export LEC_CHECK = 1
export CORE_AREA = 10 10 96 96
export DIE_AREA = 0 0 106 106
```
`flow/constraint.sdc`:
```
current_design main_module

set clk_period 4.6
set clk_io_pct 0.2

create_clock -name clk0 -period $clk_period [get_ports {mClk}]

set non_clock_inputs [all_inputs -no_clocks]
set_input_delay [expr $clk_period * $clk_io_pct] -clock clk0 $non_clock_inputs
set_output_delay [expr $clk_period * $clk_io_pct] -clock clk0 [all_outputs]
```
`flow/design.v`:
```
`timescale 1ns / 1ps
module ClockDivision(
    input mClk,
    input Reset,
    output  Clk190
    ); 
    reg[18:0] Clk_Div; 
    always@(posedge mClk,posedge Reset)
    begin 
    if(Reset==1)
    Clk_Div=0;
    else
    Clk_Div=Clk_Div+1;
    end 
    assign Clk190=Clk_Div[18];
endmodule
`timescale 1ns / 1ps
module Door_Lock_FSM(
    input Clk,
    input Rst,
    input B,  
    output reg Out,
    output reg Err
    ); 
    parameter S0=4'b0000, S1=4'b0001, S2=4'b0011, S3=4'b0010, S4=4'b0110, E1=4'b0100, E2=4'b1100, E3=4'b1000, E4=4'b1001;
     reg[3:0]presentstate,nextstate;   
        always@(posedge Clk,posedge Rst)
        begin
        if(Rst==1)
        presentstate<=S0;
        else
        presentstate<=nextstate;
        end     
        always@(*)
        begin 
        case(presentstate)
        S0:
        begin 
                 if(B==0)
                nextstate=E1;
                else
                nextstate=S1;
        end 
        S1:
           begin 
                    if(B==0)
                   nextstate=S2;
                   else
                   nextstate=E2;
           end
        S2:
                 begin 
                          if(B==0)
                         nextstate=E3;
                         else
                         nextstate=S3;
                 end
        S3:
                       begin  
                                if(B==0)
                               nextstate=S4;
                               else
                               nextstate=E4;
                       end   
         S4:
                             begin 
                                      if(B==0)
                                     nextstate=S4;
                                     else
                                     nextstate=S4;
                             end       
         E1:
                                                      begin 
                                                              nextstate=E2;
                                                      end  
        E2:
                                            begin 
                                                      nextstate=E3;
                                             end         
       E3:
                                             begin 
                                                    nextstate=E4;
                                               end                                              
        E4:
                                     begin 
                                                       nextstate=E4;
           end  
           default:nextstate=S0;
           endcase 
           end
           always@(presentstate) 
           begin 
           if(presentstate==S4) 
           begin
           Out=1;
           Err=0; 
           end
           else if(presentstate==E4)
           begin 
           Out=0;
           Err=1;
           end 
           else
           begin  
           Out=0;
           Err=0;
           end
           end
endmodule
`timescale 1ns / 1ps
module debounce(
    input Clk190,
    input din,
    input Reset,
    output dout
    ); 
    reg A,B,C;
    always@(posedge Clk190,posedge Reset)
    begin 
    if(Reset==1) 
    begin
    A<=0;
    B<=0;
    C<=0; 
    end 
    else
    begin 
    A<=din;
    B<=A;
    C<=B;
    end
    end 
    assign dout= A & B & ~C; 
endmodule
`timescale 1ns / 1ps
module main_module(
    input mClk,
    input Rst,
    input B0,
    input B1,
    output Correct,
    output Incorrect
    ); 
    wire Clk190,B,ClkFSM; 
    assign B=B0|B1; 
    ClockDivision c1(mClk,Rst,Clk190); 
    debounce d1(Clk190,B,Rst,ClkFSM); 
    Door_Lock_FSM d2(ClkFSM,Rst,B1,Correct,Incorrect);
endmodule
```
`flow/run.sh`:
```
#!/bin/bash
# OpenROAD 26Q1-2900-gdf79404cd8, Yosys 0.63+post, stock flow scripts
make -C /OpenROAD-flow-scripts/flow DESIGN_CONFIG=/design/flow/config.mk WORK_HOME=/design/flow/orfs finish
```
==> impl_metrics.yaml <==
# physical design summary
status:
  status: "finished, final reports clean"
setup_path:
  r2r-end: "c1.Clk_Div[18]"
  r2r_slack_ns: 3.04
  start_kind: "flop"
  rr_worst_depth: 5
  path_class: "flop to flop"
  cp.required_ns: 4.74
  crit_arrival_ns: 1.69
  worstReg2RegStart: "c1.Clk_Div[0]"
  cp-end-kind: "flop"
  critPathMaxFanout: 4
timing:
  tns_ns: 0
  unconstrained_endpoints: 13
  period_minus_slack_ns: 1.56
  unclocked_pins: 12
  setup_ws_ns: 3.04
  hold_ws_ns: 0.482
  finalHoldViolations: 0
  rsz0062_at_grt: "no"
  setup_viol: 0
  fin_worst_skew_ns: 0.00575
  slew_viol_final: 0
  fin_crit_sh_pct: 33.8
  clock.fmax_mhz: 643
min_path:
  min_from: "c1.Clk_Div[17]"
  hp-class: "flop to flop"
  hold_end: "c1.Clk_Div[17]"
  whs_path_depth: 1
synthesis:
  flop_cell: "dfrtp_1"
  yosysTopAreaCell: "dfrtp_1"
  ys_top_cells_by_area: "dfrtp_1 63%, xor2_1 7.3%, xnor2_1 5.1%"
  top_cell_area_share_pct: 63.0
  avgSynthCellArea_um2: 12.8
  synthCells: 93
  synth.distinct_cells: 21
  yosys_area_um2: 1190
  enable_flop_cells: 0
  synth_warnings: 3
  ys_async_sr_fraction_pct: 100
  numSynthFlops: 31
  yosys_cells: 93
  top_cells_by_count: "30 x dfrtp_1, 10 x xor2_1, 7 x nand3_1, 7 x nor2_1, 7 x xnor2_1"
  postSynthSeqShare_pct: 65.2
  top_cell: "dfrtp_1"
  synth_area_um2: 1190
cts:
  cts_tree: "yes"
  clk_pin_slew_worst_paths_ns: 0.07
  htreeDepth: 1
  numCtsBuffers: 3
  clock_latency_ns: 0.25
  postCtsResizedCells: 0
  cts-root-buf: "clkbuf_8"
  post_cts_buffers: 0
  clock_path_buffers: 2
  postCtsHoldBufs: 0
finish:
  logic_area_um2: 400
  syn_to_final_growth_pct: 19.0
  fin_cells: 202
  drive_gt1_share_pct: 10.7
  n_fill_cell: 795
  flop_area_um2: 777
  fin_util_pct: 19.7
detailed_routing:
  drt-initial-drc-count: 63
  vias_per_cell: 3.20
  ant_nets: 0
  drc: 0
  wire_per_inst_um: 8.04
  first_pass_iters: 4
  antenna_cells: 0
  wirelength_mm: 1.62
  vias: 647
grt:
  grt_pass1_vias: 689
  grt_overflow: 0
  grt_use_total_pct: 3.30
  antenna_found_initial: 0
  grt_max_degree: 32
  grt_first_pass_wirelength_mm: 3.17
floorplanning:
  initCoreUtil_pct: 16.5
  fp-row-count: 31
  pin_count: 6
  dieArea_um2: 11200
  dieWidth_um: 106
  die_h_um: 106
  coreArea_um2: 7210
power:
  peakVddDrop_mv: 0.0755
  leakage_nw: 0.647
  powerDensity_nw_per_um2: 205
place:
  detailed_place_hpwl_mm: 1.20
  portBuffers: 5
  pre_cts_slack_ns: 2.98
  place_inst: 198
  routabilityCongestion: 0.725
run:
  warning_count: 25
  drv_cap: 0
==> per-stage QoR <==
step | cell area, µm² | power [mW]
after detailed placement | 1370 | 0.181
after CTS | 1420 | 0.294
after floorplan | 1190 | 0.176
after global placement | 1370 | 0.181
final | 1420 | 0.290
after global routing | 1420 | 0.305
==> metal layers <==
metal  track usage (%)  vias up  wire (µm)
met4             0.677        0         29
met2              4.55        5        663
li1                  -      328          -
met5                 0        -          0
met1              4.84      312        839
met3              1.22        2         91
==> how the worst max path moves through the flow <==
stage / slack [ns] / start / end / cells past startpoint
4_1_cts: 3.04 / c1.Clk_Div[0] / c1.Clk_Div[18] / 5
5_1_grt: 2.89 / c1.Clk_Div[0] / c1.Clk_Div[18] / 5
6_report: 3.04 / c1.Clk_Div[0] / c1.Clk_Div[18] / 5
==> cells in the final DEF, fill, tap and decap left out <==
cell,instances
nand2_1,5
clkdlybuf4s50_1,5
buf_4,1
ha_1,1
inv_1,4
conb_1,1
nand4_1,4
nor4_2,2
nand3_1,7
xnor2_1,7
a21o_1,3
clkbuf_8,3
clkbuf_1,1
nor3_1,1
and2_1,2
nor2_1,7
nand4_2,1
nor2b_1,3
nor3_2,1
a211o_1,1
dfstp_2,1
or2_2,1
or2_4,1
xor2_1,10
dfrtp_1,30
==> flip-flops by register name, indices dropped and copies added (netlist names) <==
signal           flops
d1.B                 1
d1.C                 1
d1.A                 1
c1.Clk_Div          19
d2.presentstate      9
==> report_power, final <==
part	switching (mW)	internal, mW	leakage (nW)
sequential	0	0.167	0.393
combinational	0.00688	0.00353	0.231
clock	0.0514	0.0614	0.0228
total	0.0583	0.232	0.647
==> logic make-up after synthesis <==
logic type | after synthesis | synth area share, %
other | 1 | 0.314
AND-OR/OR-AND | 4 | 2.62
flip-flops | 31 | 65.2
adder cells (fa/ha/maj) | 1 | 1.05
AND/OR/NAND/NOR | 35 | 17.1
XOR/XNOR | 17 | 12.5
buffers and inverters | 4 | 1.26
==> worst max-delay path, stage by stage (launching register included) <==
cell and delay, ns:
dfrtp_1 0.40, ha_1 0.20, nand3_1 0.18, nor4_2 0.39
nand3_1 0.14, xnor2_1 0.13
==> final cells by class <==
cell class	count	area share (%)
clock buffers	4	3.17
inverters	4	1.06
multi-input cells	58	28.2
flip-flops and latches	31	54.8
well taps	99	8.73
repair buffers	6	4.06
Power is estimated from default activity; no workload was simulated.
