==> /design/flow/design.v <==
`timescale 1ns / 1ps
module Car_FSM(
    input Left,
    input Right,
    output reg LC,
    output reg LB,
    output reg LA,
    output reg RC,
    output reg RB,
    output reg RA,
    input Clk,
    input Rst
    );  
    reg[25:0] count_div;  
    reg[2:0]nextstate,presentstate; 
    parameter S0=3'b000, S1=3'b001, S2=3'b011, S3=3'b010, S4=3'b110, S5=3'b111, S6=3'b101;  
    always@(posedge Clk, posedge Rst) begin
                    if(Rst == 1'b1)
                    count_div <= 0;
                    else
                    count_div <= count_div+1; 
                    end
    always@(posedge count_div[25],posedge Rst)
    begin 
    if(Rst==1) 
    presentstate<=S0;
    else
    presentstate<=nextstate;
    end 
    always@(presentstate,Left,Right)
    begin
    case(presentstate)
    S0: begin  
        if(Left==0 && Right==0)
        nextstate=S0;
        else if(Left==1 && Right==1)
        nextstate=S0;
        else if(Left==1 && Right==0)
        nextstate=S1;
        else
        nextstate=S4;
    end 
    S1: begin  
            if(Left==0 && Right==0)
            nextstate=S0;
            else if(Left==1 && Right==1)
            nextstate=S0;
            else if(Left==1 && Right==0)
            nextstate=S2;
            else
            nextstate=S0;
        end
        S2: begin  
                    if(Left==0 && Right==0)
                    nextstate=S0;
                    else if(Left==1 && Right==1)
                    nextstate=S0;
                    else if(Left==1 && Right==0)
                    nextstate=S3;
                    else
                    nextstate=S0;
              end 
        S3: begin  
                          if(Left==0 && Right==0)
                          nextstate=S0;
                          else if(Left==1 && Right==1)
                          nextstate=S0;
                          else if(Left==1 && Right==0)
                          nextstate=S0;
                          else
                          nextstate=S0;
                      end 
        S4: begin  
                                  if(Left==0 && Right==0)
                                  nextstate=S0;
                                  else if(Left==1 && Right==1)
                                  nextstate=S0;
                                  else if(Left==1 && Right==0)
                                  nextstate=S0;
                                  else
                                  nextstate=S5;
                              end  
        S5: begin  
                                          if(Left==0 && Right==0)
                                          nextstate=S0;
                                          else if(Left==1 && Right==1)
                                          nextstate=S0;
                                          else if(Left==1 && Right==0)
                                          nextstate=S0;
                                          else
                                          nextstate=S6;
                                      end  
       S6: begin  
                             if(Left==0 && Right==0)
                              nextstate=S0;
                              else if(Left==1 && Right==1)
                              nextstate=S0;
                              else if(Left==1 && Right==0)
                              nextstate=S0;
                              else
                              nextstate=S0;
                              end 
    endcase 
    end 
    always@(presentstate)
    begin 
    case(presentstate)
    S0:  
    begin
    LA=0;
    LB=0;
    LC=0;
    RA=0;
    RB=0;
    RC=0; 
    end
    S1:  
        begin
        LA=1;
        LB=0;
        LC=0;
        RA=0;
        RB=0;
        RC=0; 
        end 
    S2:  
            begin
            LA=1;
            LB=1;
            LC=0;
            RA=0;
            RB=0;
            RC=0; 
      end 
    S3:  
                  begin
                  LA=1;
                  LB=1;
                  LC=1;
                  RA=0;
                  RB=0;
                  RC=0; 
            end 
   S4:  
            begin
                        LA=0;
                        LB=0;
                        LC=0;
                        RA=1;
                        RB=0;
                        RC=0; 
             end
   S5:  
             begin
                         LA=0;
                         LB=0;
                         LC=0;
                         RA=1;
                         RB=1;
                         RC=0; 
                   end
     S6:  
         begin
                                LA=0;
                                LB=0;
                                LC=0;
                                RA=1;
                                RB=1;
                                RC=1; 
         end
    endcase
    end
endmodule
==> /design/flow/run.sh <==
#!/bin/bash
# OpenROAD 26Q1-2900-gdf79404cd8, Yosys 0.63+post, stock flow scripts
make -C /OpenROAD-flow-scripts/flow DESIGN_CONFIG=/design/flow/config.mk WORK_HOME=/design/flow/orfs finish
==> /design/flow/config.mk <==
export PLATFORM = sky130hd
export DESIGN_NAME = Car_FSM
export DESIGN_NICKNAME = Car_FSM
export VERILOG_FILES = /design/flow/design.v
export SDC_FILE = /design/flow/constraint.sdc
export NUM_CORES = 4
export LEC_CHECK = 1
export CORE_AREA = 10 10 114 114
export DIE_AREA = 0 0 124 124
==> /design/flow/constraint.sdc <==
current_design Car_FSM

set clk_period 5.9
set clk_io_pct 0.2

create_clock -name clk0 -period $clk_period [get_ports {Clk}]

set non_clock_inputs [all_inputs -no_clocks]
set_input_delay [expr $clk_period * $clk_io_pct] -clock clk0 $non_clock_inputs
set_output_delay [expr $clk_period * $clk_io_pct] -clock clk0 [all_outputs]
==> results.cfg <==
; physical design summary
[sta]
whs_ps = 476
fin_setup_tns_ps = 0
hold_violations = 0
max_slew_margin_pct = 68.9
untimed_endpoints = 18
rsz0062_at_grt = no
fmax_mhz = 641
worstMarginPinSlew_ps = 463
fin_crit_sh_pct = 26.4
unclocked_regs = 12
finalSetupViolations = 0
clock_skew_ps = 1.02
min_period_ps = 1560
maxSlewViolCount = 0

[synthesis]
postSynthCellCount = 125
netlist_area_um2 = 1430
yosys-stat-area_um2 = 1430
ys_ff = 38
ys_cells = 125
yosysWarnings = 1
top_area_cell = dfrtp_1
ys_types = 24
yosys-top-cells-area = dfrtp_1 51%, dlxtn_1 9.4%, xnor2_1 9.2%, xor2_1 5.5%, nand4_1 3.1%
top_cell_area_share_pct = 50.6
syn_area_per_cell_um2 = 11.5

[critical_path]
worstSetupPathType = in2async
cp.required_ps = 6320
cp-endpoint = count_div[23]
crit-reg2reg-capture = count_div[20]
worstPathArrival_ps = 1980
rrSetupSlack_ps = 4400
crit_path_end_kind = async pin
rr_startpoint = count_div[0]
crit_start = Rst
reg2regPathDepth = 5
startpoint_type = primary input
crit_fanout = 29

[power_and_ir_drop]
power.leakage_nw = 0.805
p_per_area_nw_per_um2 = 168
peakVddDrop_mv = 0.101

[clock_tree]
cts_resized = 0
clk_latency_ps = 260
cts_buffers = 3
cts.reportedPaths.clkPinSlew_ps = 80
htreeDepth = 1
clock_path_buffers = 2
post_cts_buffers = 0
cts_tree = built
cts_root_buf = clkbuf_8
hold_buffers = 0

[floorplan]
fp_util_pct = 13.8
ioPinCount = 10
die_y_um = 124
die-width_um = 124
coreArea_um2 = 10400
rows = 37
die_area_um2 = 15400

[finish]
final_cell_mix = 29 x dfrtp_1, 15 x xnor2_1
lay_top_count = dfrtp_1
drive_gt1_share_pct = 9.35
top_register = count_div
largest_reg_flops = 26
area_growth_pct = 22.5

[global_routing]
antenna_found_initial = 0
overflow = 0
track_usage_pct = 2.86
grt_pass1_vias = 834
grt_max_degree = 30
grt_pass1_wl_um = 3690

[routing]
via_per_inst = 3.20
post_drt_wl_per_cell_um = 7.51
first_iter_violations = 50
num_vias = 880
detail-route-antenna-nets = 0
num_antenna_cells = 0
drc = 0
dr.pass1.iters = 4
drt-total-wl_um = 2060

[outcome]
status = completed

[min_path]
hold_class = reg2reg

[placement]
dpl.hpwl_um = 1510
port_buffers = 9
place_congestion = 0.757

[job]
maxCapViolCount = 0
warnings = 25
-- worst min path at each step --
stage	startpoint	to	cells after the start
after global routing	count_div[23]	count_div[23]	1
after CTS	count_div[0]	count_div[0]	1
final	count_div[21]	count_div[21]	1
-- routing by layer --
layer / vias to the layer above / wire [um] / track usage (%)
met5: - / 0 / 0
met4: 0 / 18 / 0.216
met3: 2 / 189 / 1.19
met2: 13 / 863 / 4.60
met1: 422 / 993 / 3.70
li1: 443 / - / -
-- synth_stat cells --
| library cell | number |
|---|---|
| nand4_2 | 2 |
| xnor2_1 | 15 |
| nand4_1 | 7 |
| nor2_1 | 9 |
| nor3_2 | 1 |
| o31ai_1 | 1 |
| and3_1 | 3 |
| nor4_4 | 1 |
| dfrtp_1 | 29 |
| nand2b_1 | 2 |
| and3_2 | 2 |
| nor3_1 | 1 |
| nand2_1 | 9 |
| inv_1 | 7 |
| a21oi_1 | 1 |
| nor2b_1 | 2 |
| nand3_2 | 1 |
| xor2_1 | 9 |
| dlxtn_1 | 9 |
| o21ai_0 | 1 |
| nor2_2 | 1 |
| nand3_1 | 8 |
| and2_1 | 3 |
| ha_1 | 1 |
-- cell type report --
cell class              count  area [um2]
fillers                  1128        8660
flip-flops and latches     38         861
multi-input cells          80         547
well taps                 136         170
repair buffers             10        97.6
clock buffers               4        55.1
inverters                   7        26.3
-- cells by family after synthesis --
logic type      share of synthesized area [%]
flops                                    50.6
buf+inv                                  1.83
compound gates                           1.22
xor+xnor                                 14.7
simple gates                             21.4
latches                                  9.42
fa+ha+maj                               0.872
-- per-stage QoR --
stage	power, mW	cell area [um2]	worst slack, ps	std cells	utilization (%)
after detailed placement	0.190	1700	4030	271	16.3
after floorplan	0.186	1430	4110	125	-
after global placement	0.190	1700	4030	271	16.3
after CTS	0.302	1760	4310	275	16.9
after global routing	0.309	1760	4250	275	16.9
final	0.296	1760	4340	275	16.9
-- worst max-delay path, stage by stage --
cell	delay, ps
clkdlybuf4s50_1	400
inv_1	60
buf_4	330
-- where the power goes --
part / internal (mW) / switching (mW)
Clock: 0.0595 / 0.0500
Combinational: 0.00291 / 0.00490
Sequential: 0.178 / 0.0000227
Total: 0.241 / 0.0549
Power and IR drop assume default switching activity.
