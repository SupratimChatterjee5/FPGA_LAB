**constraint.sdc**
```tcl
current_design CountFSM

set clk_period 6.1
set clk_io_pct 0.2

create_clock -name clk0 -period $clk_period [get_ports {Clk}]

set non_clock_inputs [all_inputs -no_clocks]
set_input_delay [expr $clk_period * $clk_io_pct] -clock clk0 $non_clock_inputs
set_output_delay [expr $clk_period * $clk_io_pct] -clock clk0 [all_outputs]
```
**design.v**
```verilog
`timescale 1ns / 1ps
module CountFSM(
    input Clk,
    input Rst,
    input CountUp,
    output reg [3:0] CountValue
    );  
    reg[1:0] nextstate,presentstate; 
    parameter S0=2'b00, S1=2'b01, S2=2'b11, S3=2'b10; 
    reg [25:0] count_div;
    always@(posedge Clk, posedge Rst) begin
                if(Rst == 1'b1)
                count_div <= 0;
                else
                count_div <= count_div+1; 
                end
    always @(posedge count_div[25], posedge Rst)
    begin 
    if(Rst==1) 
    presentstate<=S0;
    else
    presentstate<=nextstate;
    end  
    always @(presentstate, CountUp)
    begin 
    case(presentstate)
    S0: begin  
        if(CountUp==1)
        nextstate=S1;
        else
        nextstate=S3;
        end 
    S1: begin  
                if(CountUp==1)
                nextstate=S2;
                else
                nextstate=S0;
         end 
    S2: begin  
                     if(CountUp==1)
                     nextstate=S3;
                     else
                     nextstate=S1;
         end  
    S3: begin  
                     if(CountUp==1)
                     nextstate=S0;
                     else
                     nextstate=S2;
              end 
    endcase         
    end
    always @(presentstate) 
    begin
    case(presentstate)
    S0: CountValue=4'b0000;
    S1: CountValue=4'b0010;
    S2: CountValue=4'b0100;
    S3: CountValue=4'b0110;
    endcase
    end
endmodule
```
**run.sh**
```bash
#!/bin/bash
# OpenROAD 26Q1-2900-gdf79404cd8, Yosys 0.63+post, stock flow scripts
make -C /OpenROAD-flow-scripts/flow DESIGN_CONFIG=/design/flow/config.mk WORK_HOME=/design/flow/orfs finish
```
**config.mk**
```make
export PLATFORM = sky130hd
export DESIGN_NAME = CountFSM
export DESIGN_NICKNAME = CountFSM
export VERILOG_FILES = /design/flow/design.v
export SDC_FILE = /design/flow/constraint.sdc
export NUM_CORES = 4
export LEC_CHECK = 1
export CORE_AREA = 10 10 98 98
export DIE_AREA = 0 0 108 108
```
==> reports/metrics.cfg <==
[synthesis]
post_synth_seq_share=0.555
post_synth_design_cell_area_mm2=0.00135
syn-instance-count=108
yosysCellCount=108
postSynthAreaPerCell_um2=12.5
yosys.stat.chipArea_mm2=0.00135
yosys.cell_types.count=23
synth.yosys.warnings=1
synth_flops=30

[critical_path]
critPathCaptureType=asynchronous set/reset pin
worstPathArrival_ns=2.01
timing.rr.end=count_div[24]
worstReg2RegStart=count_div[0]
worst-path-max-fanout=30
reg2reg_depth=5
regToRegSetupSlack_ns=4.55
critPathLaunchType=input port
required_ns=6.52
kind_of_critical_path=input port to asynchronous set/reset pin

[clock_tree]
cts_tree=yes
cts_hold_buffers=0
worst_setup_hold_path_clk_slew_ns=0.08
cts_repair_resize_count=0
tritoncts.num_buffers=3
clk_latency_ns=0.26
htree_levels=1
postCtsSetupRepairBufs=0
clock_tree.root_cell=sky130_fd_sc_hd__clkbuf_8
cts_max_path_buffers=2

[final_timing]
maxSlewViolCount=0
finalWorstSetupSlack_ns=4.51
setup_violations=0
hold_viol_final=0
untimed_endpoints=6
holdWs_ns=0.477
fin_skew_ns=0.00232
timing.final.crit_share=0.261
fin_crit_ns=1.59
count_of_unclocked_register_or_latch_pins=4
max_clock_freq_ghz=0.628
grt_setup_unrepaired=no
totalNegativeSetupSlack_ns=0

[die]
fp-row-count=32
num_io_pins=7
core_mm2=0.00765
floorplan.core_util=0.177
die_width_um=108
fp.dieH_um=108
chip_area_mm2=0.0117

[cells_and_area]
layout_top_cells=sky130_fd_sc_hd__dfrtp_1, sky130_fd_sc_hd__xnor2_1, sky130_fd_sc_hd__nand2_1, sky130_fd_sc_hd__xor2_1
top_layout_cell=sky130_fd_sc_hd__dfrtp_1
final_design_area_no_fill_mm2=0.00157
area_growth_pct=16.2
post_route_cells_drive_above_1_share=0.164

[worst_hold_path]
class_of_the_tightest_hold_or_removal_check=register to register
hold-path-endpoint=count_div[24]
hold_start=count_div[24]
worstHoldPathCells=1

[routing]
route.antenna.diode_count=0
num_vias=744
finalWirelength_mm=1.93
detail_route.drc_violations=0
ant_nets=0
avgRoutedWirePerCell_um=8.84
vias_per_cell=3.41
dr.first_iter.drc_count=22
first_pass_iteration_count_of_the_detailed_router=4

[flow_run]
drv.max_cap_violation_count=0
warning_count=25

[power]
p_per_area_mw_per_mm2=182
design_power_total_mw=0.286
irDropWorstVdd_v=0.000100
power.static_leakage_nw=0.707

[global_routing]
gr-total-overflow=0
largest_net_degree_at_the_start_of_global_routing=31
via_count_of_the_first_global_routing_pass=743
globalRouteTotalUtil=0.0350
grt_antenna_before_repair=0
grt_pass1_wl_mm=3.44

[placement]
hpwl_mm=1.37
pre_cts_slack_ns=4.19
post_dp_cell_area_mm2=0.00152
port_buffers=4
rd_place_congestion=0.745

[status]
status=completed

worst max path at each step:
stage	from	end	slack (ns)	depth (start not counted)
after global routing	count_div[0]	count_div[24]	4.39	5
final	Rst	count_div[21]	4.51	3
after CTS	Rst	count_div[4]	4.47	3
critical path: stages:
cell	delay, ns
sky130_fd_sc_hd__clkdlybuf4s50_1	0.40
sky130_fd_sc_hd__inv_1	0.05
sky130_fd_sc_hd__buf_4	0.33
power by group:
group	switching, mW	leakage, nW	total (mW)	internal [mW]
combinational	0.00424	0.273	0.00620	0.00196
clock	0.0502	0.0288	0.108	0.0576
sequential	0	0.406	0.172	0.172
total	0.0544	0.707	0.286	0.232
registers in the layout, summed over array words and instances (netlist names):
signal,cells
count_div,26
presentstate,4
routing by layer:
metal | track usage | part of all wire | wire length, um
met2 | 0.0565 | 0.43 | 828
met5 | 0 | 0 | 0
met1 | 0.0478 | 0.51 | 985
met3 | 0.0114 | 0.056 | 107
met4 | 0.000954 | 0.0031 | 6
Yosys cell counts:
master,instances,area [um^2]
sky130_fd_sc_hd__xor2_1,8,70.1
sky130_fd_sc_hd__dfrtp_1,29,726
sky130_fd_sc_hd__nand2_1,8,30.0
sky130_fd_sc_hd__dfstp_2,1,26.3
sky130_fd_sc_hd__or2_2,2,12.5
sky130_fd_sc_hd__xnor2_1,16,140
sky130_fd_sc_hd__and2_1,1,6.26
sky130_fd_sc_hd__ha_1,1,12.5
sky130_fd_sc_hd__buf_4,2,15.0
sky130_fd_sc_hd__nor4_4,1,21.3
sky130_fd_sc_hd__and3_1,6,37.5
sky130_fd_sc_hd__nor3_4,1,16.3
sky130_fd_sc_hd__nor2_4,1,11.3
sky130_fd_sc_hd__mux2_2,4,45.0
sky130_fd_sc_hd__nor2_1,3,11.3
sky130_fd_sc_hd__nor4b_2,1,15.0
sky130_fd_sc_hd__conb_1,1,3.75
sky130_fd_sc_hd__nand4_4,1,21.3
sky130_fd_sc_hd__inv_1,2,7.51
sky130_fd_sc_hd__and4_1,3,26.3
sky130_fd_sc_hd__nand3_1,7,35.0
sky130_fd_sc_hd__nand4_1,7,43.8
sky130_fd_sc_hd__nand3_2,2,20.0
through the flow:
step / util / std cells
after floorplan: - / 109
after global placement: 0.198 / 214
after detailed placement: 0.198 / 214
after CTS: 0.206 / 218
after global routing: 0.206 / 218
final: 0.206 / 218
kinds of logic after synthesis:
logic type,after synthesis,share of synthesized area
multiplexers,4,0.0333
AND/OR/NAND/NOR,44,0.227
adder cells (fa/ha/maj),1,0.00924
XOR/XNOR,24,0.155
buffers and inverters,4,0.0166
flip-flops,30,0.555
other,1,0.00277
area by class of cell:
cell class | count | area [um^2]
sequential | 30 | 752
fill | 813 | 6070
clock buffer | 4 | 55.1
timing repair buffer | 5 | 47.5
inverter | 2 | 7.51
multi-input combinational | 75 | 583
tap | 102 | 128
No activity file was given, so power comes from the tool's default toggle rates.
